<file path="flow/design.v">
`timescale 1ns / 1ps
module clock_divider
    (
        input i_clk,
        input i_rst_n,
        input [8:0] i_config,
        input i_start_n,
        output o_ready,
        output o_clk,
        output o_clk_n,
        output       o_rising_edge,
        output       o_falling_edge,
        output [7:0] o_slow_count
    );
    localparam [1:0]
        READY  = 2'b01,
        RUN    = 2'b10;
    reg [1:0] r_state, r_next_state;
    reg [7:0]  r_cdiv, r_next_cdiv;
    reg [7:0] r_fast_cycle, r_next_fast;
    reg [7:0] r_slow_cycle, r_next_slow;
    reg r_clk, r_next_clk;
    reg r_rising_edge,  r_next_rising_edge;
    reg r_falling_edge, r_next_falling_edge;
    reg r_ready,        r_next_ready;
    always @(posedge i_clk) begin
        if (~i_rst_n) begin
            r_state         <= READY;
            r_cdiv          <= 'h2;
            r_fast_cycle    <= 'h0;
            r_slow_cycle    <= 'h0;
            r_clk           <= 'h0;
            r_rising_edge   <= 'h0;
            r_falling_edge  <= 'h0;
            r_ready         <= 'h0;
        end
        else begin
            r_state         <= r_next_state;
            r_cdiv          <= r_next_cdiv;
            r_fast_cycle    <= r_next_fast;
            r_slow_cycle    <= r_next_slow;
            r_clk           <= r_next_clk;
            r_rising_edge   <= r_next_rising_edge;
            r_falling_edge  <= r_next_falling_edge;
            r_ready         <= r_next_ready;
        end
    end
    always @(*) begin
        r_next_state        = r_state;
        r_next_cdiv         = r_cdiv;
        r_next_fast         = r_fast_cycle;
        r_next_slow         = r_slow_cycle;
        r_next_clk          = r_clk;
        r_next_rising_edge  = r_rising_edge;
        r_next_falling_edge = r_falling_edge;
        r_next_ready        = r_ready;
        case(r_state)
            READY: begin
                r_next_ready = i_rst_n;
                if (i_rst_n) begin
                    if (i_config[0]) begin
                        r_next_cdiv  = i_config[8:1];
                        r_next_state = READY;
                    end
                    else if (~i_start_n) begin
                        r_next_ready = 'h0;
                        r_next_state = RUN;
                        if (r_cdiv == 2)
                            r_next_rising_edge = 'h1;
                    end
                end
             end
            RUN: begin
                if (r_slow_cycle == 16) begin
                    r_next_fast         = 'h0;
                    r_next_slow         = 'h0;
                    r_next_clk          = 'h0;
                    r_next_state = READY;
                end
                else begin
                    if (r_fast_cycle == r_cdiv / 2 - 1) begin
                        r_next_fast     = 'h0;
                        r_next_slow     = r_slow_cycle + 'h1;
                        r_next_clk      = ~r_clk;
                    end
                    else begin
                        r_next_fast = r_fast_cycle + 'h1;
                    end
                end
                if (r_cdiv > 2) begin
                    r_next_rising_edge  = (r_fast_cycle == r_cdiv / 2 - 2) && r_slow_cycle != 16 ? ~r_clk   : 'h0;
                    r_next_falling_edge = (r_fast_cycle == r_cdiv / 2 - 2) && r_slow_cycle != 16 ? r_clk    : 'h0;
                end
                else begin
                    r_next_rising_edge  = (r_fast_cycle == r_cdiv / 2 - 1) && r_slow_cycle < 15 ? r_clk     : 'h0;
                    r_next_falling_edge = (r_fast_cycle == r_cdiv / 2 - 1) && r_slow_cycle < 16 ? ~r_clk    : 'h0;
                end
            end
        endcase
    end
    assign o_ready = r_ready;
    assign o_clk = r_clk;
    assign o_clk_n = ~r_clk;
    assign o_slow_count = r_slow_cycle;
    assign o_rising_edge = r_rising_edge;
    assign o_falling_edge = r_falling_edge;
endmodule
`timescale 1ns / 1ps
module spi_controller(
        input i_clk,
        input i_rst_n,
        input [10:0]    i_config,
        input [7:0]     i_tx,
        input           i_tx_valid,
        output [7:0]    o_rx,
        output          o_rx_valid,
        input           i_cipo,
        output          o_copi,
        output          o_sclk,
        output          o_ready
    );
    localparam [4:0]
        READY           = 5'b00001,
        RUN             = 5'b00010,
        FINAL_BIT       = 5'b00100,
        DATA_VALID      = 5'b01000,
        CLOCK_CONFIG    = 5'b10000;
    reg [4:0] r_state, r_next_state;
    reg [1:0] r_spi_mode,   r_next_spi_mode;
    reg [7:0] r_cdiv,       r_next_cdiv;
    wire w_cphase, w_cpol;
    reg [8:0]   r_sclk_config,  r_next_sclk_config;
    reg         r_sclk_start,   r_next_sclk_start;
    wire [7:0]   w_sclk_count;
    wire         w_sclk_rising_edge, w_sclk_falling_edge;
    wire         w_sclk, w_sclk_n;
    reg [7:0] r_tx, r_next_tx;
    reg [7:0] r_rx, r_next_rx;
    reg r_copi, r_next_copi;
    reg r_ready, r_next_ready;
    reg r_rx_valid, r_next_rx_valid;
    clock_divider CD(
        .i_clk(i_clk),
        .i_rst_n(i_rst_n),
        .i_config(r_sclk_config),
        .i_start_n(r_sclk_start),
        .o_clk(w_sclk),
        .o_clk_n(w_sclk_n),
        .o_rising_edge(w_sclk_rising_edge),
        .o_falling_edge(w_sclk_falling_edge),
        .o_slow_count(w_sclk_count)
    );
    assign w_cphase = (r_spi_mode == 1) || (r_spi_mode == 3);
    assign w_cpol   = (r_spi_mode == 2) || (r_spi_mode == 3);
    always @(posedge i_clk) begin
        if (~i_rst_n) begin
            r_state         <= READY;
            r_spi_mode      <= 'h0;
            r_cdiv          <= 'h2;
            r_sclk_config   <= 'h0;
            r_sclk_start    <= 'h1;
            r_tx            <= 'h0;
            r_rx            <= 'h0;
            r_copi          <= 'h0;
            r_ready         <= 'h0;
            r_rx_valid      <= 'h0;
        end
        else begin
            r_state         <= r_next_state;
            r_spi_mode      <= r_next_spi_mode;
            r_cdiv          <= r_next_cdiv;
            r_sclk_config   <= r_next_sclk_config;
            r_sclk_start    <= r_next_sclk_start;
            r_tx            <= r_next_tx;
            r_rx            <= r_next_rx;
            r_copi          <= r_next_copi;
            r_ready         <= r_next_ready;
            r_rx_valid      <= r_next_rx_valid;
        end
    end
    always @(*) begin
        r_next_state        = r_state;
        r_next_spi_mode     = r_spi_mode;
        r_next_cdiv         = r_cdiv;
        r_next_sclk_config  = r_sclk_config;
        r_next_sclk_start   = r_sclk_start;
        r_next_tx           = r_tx;
        r_next_rx           = r_rx;
        r_next_copi         = r_copi;
        r_next_ready        = r_ready;
        r_next_rx_valid     = r_rx_valid;
        case (r_state)
            READY: begin
                r_next_ready = i_rst_n;
                if (i_config[0]) begin
                    r_next_spi_mode = i_config[2:1];
                    r_next_cdiv = i_config[10:3];
                    r_next_sclk_config = {r_next_cdiv, 1'h1};
                    r_next_state = CLOCK_CONFIG;
                end
                else if (i_tx_valid) begin
                    r_next_tx = i_tx;
                    r_next_rx = 'h0;
                    r_next_rx_valid = 'h0;
                    r_next_ready = 'h0;
                    r_next_state = RUN;
                end
            end
            CLOCK_CONFIG: begin
                r_next_sclk_config = 'h0;
                r_next_state = READY;
            end
            RUN: begin
                r_next_sclk_start = 'h0;
                if (w_sclk_count == 16) begin
                    r_next_sclk_start = 'h1;
                    if (~w_cphase)
                        r_next_rx = {r_rx[6:0], i_cipo};
                    r_next_copi = 'h0;
                    r_next_state = FINAL_BIT;
                end
                if (w_sclk_rising_edge) begin
                    r_next_tx = r_tx << 1;
                    r_next_copi = r_tx[7];
                    if (~w_cphase)
                        r_next_rx = {r_rx[6:0], i_cipo};
                end
                else if (w_sclk_falling_edge && w_cphase)
                    r_next_rx = {r_rx[6:0], i_cipo};
            end
            FINAL_BIT: begin
                if (r_spi_mode == 3)
                    r_next_rx = {r_rx[6:0], i_cipo};
                r_next_state = DATA_VALID;
            end
            DATA_VALID: begin
                r_next_rx_valid = 'h1;
                r_next_state = READY;
            end
        endcase
    end
    assign o_ready = r_ready;
    assign o_rx = r_rx;
    assign o_rx_valid = r_rx_valid;
    assign o_copi = r_copi;
    assign o_sclk = (w_cpol) ? w_sclk_n : w_sclk;
endmodule
`timescale 1ns / 1ps
module spi_controller_top(
        input i_clk,
        input i_rst_n,
        input           i_request_tx,
        input           i_ws_n,
        input           i_rs_n,
        input [2:0]     i_addr,
        input   [7:0]     i_data,
        output  [7:0]     o_data,
        input   i_cipo,
        output  o_copi,
        output  o_sclk,
        output o_ready,
        output o_rx_valid
    );
    wire [7:0] w_whoami;
    reg [1:0] r_spi_mode,       r_next_spi_mode;
    reg [7:0] r_clk_div,        r_next_clk_div;
    reg       r_config_flag,    r_next_config_flag;
    wire [7:0] w_spi_rx;
    reg  [7:0] r_data, r_next_data;
    wire w_request_tx_sync;
    wire w_ws_n_sync, w_rs_n_sync;
    wire w_cipo_sync;
    wire w_cipo;
    sync S0(.i_clk(i_clk), .i_rst_n(i_rst_n), .i_sig(i_request_tx), .o_stable(w_request_tx_sync));
    sync S1(.i_clk(i_clk), .i_rst_n(i_rst_n), .i_sig(i_ws_n),       .o_stable(w_ws_n_sync));
    sync S2(.i_clk(i_clk), .i_rst_n(i_rst_n), .i_sig(i_rs_n),       .o_stable(w_rs_n_sync));
    sync S3(.i_clk(i_clk), .i_rst_n(i_rst_n), .i_sig(i_cipo),       .o_stable(w_cipo_sync));
    spi_controller SC(
    	.i_clk(i_clk),
    	.i_rst_n(i_rst_n),
    	.i_config({r_clk_div, r_spi_mode, r_config_flag}),   
    	.i_tx(i_data),
    	.i_tx_valid(i_request_tx),
    	.o_rx(w_spi_rx),
    	.o_rx_valid(o_rx_valid),
    	.i_cipo(w_cipo),
    	.o_copi(o_copi),
    	.o_sclk(o_sclk),
    	.o_ready(o_ready)
    );
    localparam [5:0]
        READY       = 6'b000001,
        REQUEST_TX  = 6'b000010,
        SPI_RUN     = 6'b000100,
        READ_REG    = 6'b001000,
        WRITE_REG   = 6'b010000,
        CONFIG      = 6'b100000;
    reg [5:0] r_state, r_next_state;
    always @(posedge i_clk) begin
        if (~i_rst_n) begin
            r_state         <= READY;
            r_spi_mode      <= 'h0;
            r_clk_div       <= 'h2;
            r_config_flag   <= 'h0;
            r_data          <= 'h0;
        end
        else begin
            r_state         <= r_next_state;
            r_spi_mode      <= r_next_spi_mode;
            r_clk_div       <= r_next_clk_div;
            r_config_flag   <= r_next_config_flag;
            r_data          <= r_next_data;
        end
    end
    always @(*) begin
        r_next_state        = r_state;
        r_next_spi_mode     = r_spi_mode;
        r_next_clk_div      = r_clk_div;
        r_next_config_flag  = r_config_flag;
        r_next_data         = r_data;
        case (r_state)
            READY: begin
                if (w_request_tx_sync)
                    r_next_state = REQUEST_TX;
                else if (~w_rs_n_sync)
                    r_next_state = READ_REG;
                else if (~w_ws_n_sync)
                    r_next_state = WRITE_REG;
                else if (o_rx_valid)
                    r_next_data = w_spi_rx;
            end
            REQUEST_TX: begin
                r_next_state = o_ready ? SPI_RUN : READY;
            end
            SPI_RUN: begin
                if (o_rx_valid) begin
                    r_next_data = w_spi_rx;
                    r_next_state = READY;
                end
            end
            READ_REG: begin
                case (i_addr)
                    0:  r_next_data = 'h0;
                    1:  r_next_data = 'hff;
                    2:  r_next_data = w_whoami;
                    3:  r_next_data = r_spi_mode;
                    4:  r_next_data = r_clk_div;
                endcase
                r_next_state = READY;
            end
            WRITE_REG: begin
                case (i_addr)
                    3:  r_next_spi_mode = i_data[1:0];
                    4:  r_next_clk_div  = i_data;
                endcase
                r_next_config_flag = 'h1;
                r_next_state = CONFIG;
            end
            CONFIG: begin
                r_next_config_flag = 'h0;
                r_next_state = READY;
            end
        endcase
    end
    assign w_cipo = (r_clk_div == 'h2) ? i_cipo : w_cipo_sync;
    assign w_whoami = 8'hA7;
    assign o_data = r_data;
endmodule
`timescale 1ns / 1ps
module sync
    (
        input   i_clk,
        input   i_rst_n,
        input   i_sig,
        output  o_stable
    );
    reg [1:0] r_buffer;
    always @(posedge i_clk) begin
        if (~i_rst_n)
            r_buffer <= 'h0;
        else
            r_buffer <= {r_buffer[0], i_sig};
    end
    assign o_stable = r_buffer[1];
endmodule
</file>
<file path="flow/run.sh">
#!/bin/bash
# OpenROAD 26Q1-2900-gdf79404cd8, Yosys 0.63+post, stock flow scripts
make -C /OpenROAD-flow-scripts/flow DESIGN_CONFIG=/design/flow/config.mk WORK_HOME=/design/flow/orfs finish
</file>
<file path="flow/config.mk">
export PLATFORM = sky130hd
export DESIGN_NAME = spi_controller_top
export DESIGN_NICKNAME = spi_controller_top
export VERILOG_FILES = /design/flow/design.v
export SDC_FILE = /design/flow/constraint.sdc
export NUM_CORES = 4
export LEC_CHECK = 1
export CORE_UTILIZATION = 40
</file>
<file path="flow/constraint.sdc">
current_design spi_controller_top

set clk_period 3.2
set clk_io_pct 0.2

create_clock -name clk0 -period $clk_period [get_ports {i_clk}]

set non_clock_inputs [all_inputs -no_clocks]
set_input_delay [expr $clk_period * $clk_io_pct] -clock clk0 $non_clock_inputs
set_output_delay [expr $clk_period * $clk_io_pct] -clock clk0 [all_outputs]
</file>
==> results.toml <==
# flow metrics
[setup_path]
path_class = "reg2reg"
cp.arrival_ps = 2610
required_ps = 3410
endpoint_kind = "register"
critPathMaxFanout = 10
crit_path_start_kind = "register"

[status]
status = "completed"

[synth]
ys_sh_adder_pct = 1.33
synthesis.area_um2 = 4690
top_cell = "dfxtp_1"
yosys.cell_types.count = 71
ys_async_sr_fraction_pct = 0
yosys_warnings = 4
ys_seq_elements = 98
top_cells_by_count = "98 x dfxtp_1, 64 x nand2_1, 58 x nor2_1"
ys_cells = 554
synth.logic.top_family = "simple AND/OR/NAND/NOR gates"
yosysSeqAreaShare_pct = 41.8
top_area_share_pct = 41.8
synth-simple-area-share_pct = 23.0
flop_cell = "dfxtp_1"
area_leaders = "dfxtp_1 42%, nand2_1 5.1%, a21oi_1 5.0%"
compound_area_share_pct = 19.9
muxShareOfSynthArea_pct = 5.47
edf_count = 0
synth.avg_cell_area_um2 = 8.47
yosysTopAreaCell = "dfxtp_1"
yosysChipArea_um2 = 4690
synthCells = 554
xor_share_pct = 3.76

[clock_network]
h-tree-depth = 3
cts_tree = "done"
hold_buffers = 0
cts_buffers = 9
clk-insertion-delay-late_ps = 340
postCtsSetupRepairBufs = 0
post_cts_resized = 0
clk_pin_slew_ps = 70
clockRootBuffer = "clkbuf_16"
cts_max_path_buffers = 2
cts.sinks = 98

[detailed_routing]
drt-total-wl_mm = 10.4
final_antenna_net_count = 0
wl_per_cell_um = 14.6
num_vias = 3832
dr.pass1.iters = 4
drc = 0
via_per_inst = 5.37
diodes = 0
drt_iter0_drc = 253

[finish]
design_area_um2 = 5390
final_core_util_pct = 47.2
fillers = 1108
areaGrowthSynthToFinish_pct = 14.8
drive_gt1_share_pct = 7.01
seq_area_um2 = 1960
logic_area_um2 = 2510

[global_routing]
grt_max_degree = 50
grt_pass1_vias = 3380
antenna_found_initial = 0
grt_pass1_wl_mm = 17.1
grt_usage_pct = 18.3
grt_overflow = 0

[die]
die_h_um = 110
die_area_um2 = 12200
die_w_um = 110
ios = 29
num_rows = 39
fp_util_pct = 41.1
core_um2 = 11400

[final_timing]
worst_slack_ps = 800
finalSetupViolations = 0
fmax_ghz = 0.417
clock_skew_ps = 8.63
whs_ps = 433
slew_violations = 0
finalCritPeriodShare_pct = 75.0
tns_ps = 0
period_minus_slack_ps = 2400
hold_viol_final = 0
max_slew_margin_pct = 60.1
rsz0062_at_grt = "false"
worstMarginPinSlew_ps = 590

[worst_hold_path]
worstHoldPathType = "reg2reg"

[power]
ir_drop_v = 0.000348
powerDensity_nw_per_um2 = 511
p_leak_nw = 2.02

[run]
max_cap_violations = 0
warning_count = 26

[place]
dp_hpwl_mm = 7.32
gp_congestion = 0.867
dp_slack_ps = 766
numPortBuffers = 28
post_dp_cell_area_um2 = 5060
kinds of logic (layout without fill, tap and decap cells):
kind of cell	Yosys count	in the layout
adder cells (fa/ha/maj)	5	5
multiplexers	25	25
AND/OR/NAND/NOR	219	219
flip-flops	98	98
buffers and inverters	52	69
AND-OR/OR-AND	137	137
XOR/XNOR	18	18
metal layers:
metal / track usage (%) / wire, um / vias to the layer above / share of wire (%)
met1: 29.8 / 5260 / 1749 / 50
met3: 3.12 / 522 / 15 / 5.0
li1: - / - / 1982 / -
met4: 3.57 / 229 / 0 / 2.2
met5: 0 / 0 / - / 0
met2: 26.0 / 4430 / 86 / 42
critical path, cell delays in order (launching register included):
cell	delay (ps)
dfxtp_1	340
inv_1	80
ha_1	130
nor4bb_1	390
and2_1	230
o31a_1	420
mux2_1	370
a221oi_1	240
a211oi_1	80
registers in the layout (all words and copies together), names as in the netlist, 8 cells and up:
signal	cells
SC.CD.r_cdiv	8
SC.CD.r_fast_cycle	8
SC.CD.r_slow_cycle	8
SC.r_rx	8
SC.r_sclk_config	9
SC.r_tx	8
r_clk_div	8
r_data	8
final cells by class:
class,count,share of cell area [%]
clock buffers,9,4.18
multi-input cells,404,46.6
well taps,143,3.32
repair buffers,35,6.41
clock inverters,7,1.86
inverters,18,1.25
flip-flops and latches,98,36.4
through the flow:
step / total power, W / std cells
after floorplan: 0.00152 / 554
after global placement: 0.00161 / 698
after detailed placement: 0.00161 / 698
after CTS: 0.00278 / 714
after global routing: 0.00287 / 714
final: 0.00275 / 714
final timing paths:
| check | startpoint | to | slack, ps | cells past startpoint |
|---|---|---|---|---|
| worst max-delay path | SC.CD.r_slow_cycle[0] | SC.r_rx[3] | 800 | 8 |
| worst min-delay path | S1.r_buffer[0] | S1.r_buffer[1] | 430 | 1 |
| worst max register to register | SC.CD.r_slow_cycle[0] | SC.r_rx[3] | 800 | 8 |
| worst min register to register | S1.r_buffer[0] | S1.r_buffer[1] | 430 | 1 |
cell usage in the layout, fill, tap and decap left out, types with 3 or more instances in the layout:
master,n
dfxtp_1,98
a211oi_1,10
xor2_1,8
and3_1,9
nor3_1,7
xnor2_1,9
nand2b_1,10
a22oi_1,10
ha_1,5
nor2b_1,5
or2_2,4
o22ai_1,4
mux2i_1,20
nand3_1,22
clkbuf_16,9
a21oi_1,47
buf_4,6
mux2_1,5
a211o_1,7
clkdlybuf4s50_1,28
inv_1,18
and2_1,12
nor2_1,58
a31oi_1,4
o21ai_0,19
nand3b_1,4
a221oi_1,5
o211ai_1,3
nand4_1,6
nand2_1,64
report_power, final:
part           leakage (nW)  switching (W)  internal, W
Combinational          1.07       0.000155     0.000123
Sequential            0.797      0.0000438      0.00126
Clock                 0.154       0.000475     0.000692
Power figures rest on the tool's default switching activity, not on a simulated workload.
